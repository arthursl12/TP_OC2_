## ./config.mk

```make
export PLATFORM = sky130hd
export DESIGN_NAME = Scoreboard
export DESIGN_NICKNAME = Scoreboard
export VERILOG_FILES = /design/flow/design.v
export SDC_FILE = /design/flow/constraint.sdc
export NUM_CORES = 4
export LEC_CHECK = 1
export CORE_UTILIZATION = 40
```

## ./constraint.sdc

```tcl
current_design Scoreboard

set clk_period 5.7
set clk_io_pct 0.2

create_clock -name clk0 -period $clk_period [get_ports {clock}]

set non_clock_inputs [all_inputs -no_clocks]
set_input_delay [expr $clk_period * $clk_io_pct] -clock clk0 $non_clock_inputs
set_output_delay [expr $clk_period * $clk_io_pct] -clock clk0 [all_outputs]
```

## ./design.v

```verilog
module Scoreboard (
    input            clock,
    input            reset,
    input      [4:0] iss_ass_addr_a,       
    output           iss_ass_pending_a,    
    output     [1:0] iss_ass_unit_a,       
    output     [4:0] iss_ass_row_a,        
    input      [4:0] iss_ass_addr_b,       
    output           iss_ass_pending_b,    
    output     [1:0] iss_ass_unit_b,       
    output     [4:0] iss_ass_row_b,        
    input      [4:0] id_ass_addr_a,       
    output           id_ass_pending_a,    
    output     [1:0] id_ass_unit_a,       
    output     [4:0] id_ass_row_a,        
    input      [4:0] id_ass_addr_b,       
    output           id_ass_pending_b,    
    output     [1:0] id_ass_unit_b,       
    output     [4:0] id_ass_row_b,        
    input      [4:0] id_ass_waw_write_addr,
    output           id_ass_waw_write_pending,
    output     [1:0] id_ass_waw_write_unit,
    output     [4:0] id_ass_waw_write_row,
    input      [4:0] writeaddr,      
    input      [1:0] registerunit,   
    input            enablewrite,  
    output [31:0] sb_haz_column
);
    reg [7:0] rows[31:0];
    reg [5:0] i;
    assign iss_ass_pending_a = rows[iss_ass_addr_a][7];
    assign iss_ass_unit_a    = rows[iss_ass_addr_a][6:5];
    assign iss_ass_row_a     = rows[iss_ass_addr_a][4:0];
    assign iss_ass_pending_b = rows[iss_ass_addr_b][7];
    assign iss_ass_unit_b    = rows[iss_ass_addr_b][6:5];
    assign iss_ass_row_b     = rows[iss_ass_addr_b][4:0];
    assign id_ass_pending_a = rows[id_ass_addr_a][7];
    assign id_ass_unit_a    = rows[id_ass_addr_a][6:5];
    assign id_ass_row_a     = rows[id_ass_addr_a][4:0];
    assign id_ass_pending_b = rows[id_ass_addr_b][7];
    assign id_ass_unit_b    = rows[id_ass_addr_b][6:5];
    assign id_ass_row_b     = rows[id_ass_addr_b][4:0];
    assign id_ass_waw_write_pending = rows[id_ass_waw_write_addr][7];
    assign id_ass_waw_write_unit    = rows[id_ass_waw_write_addr][6:5];
    assign id_ass_waw_write_row     = rows[id_ass_waw_write_addr][4:0];
    always @(posedge clock or negedge reset) begin
        if(~reset) begin
            for (i=0; i<32; i=i+1) begin
                rows[i] <= 8'b0ZZ00000;
            end
        end else begin
            for (i=0; i<32; i=i+1) begin
                rows[i][4:0] = rows[i][4:0] >> 1;
                if(rows[i][4:0] == 5'b00000) begin
                    rows[i][7:5] = 3'b0ZZ;
                end
            end
            if(enablewrite) begin
                rows[writeaddr][7] = 1'b1;
                rows[writeaddr][6:5] = registerunit;
                case (registerunit)
                    2'b00: rows[writeaddr][1] = 1'b1;  
                    2'b01: rows[writeaddr][2] = 1'b1;  
                    2'b10: rows[writeaddr][4] = 1'b1;  
                    2'b11: rows[writeaddr][4] = 1'b1;
                    default: rows[writeaddr][4] = 1'b1;
                endcase
            end
        end
    end
    assign sb_haz_column =
    registerunit === 2'b00 ?
    {
        rows[0][2],
        rows[1][2],
        rows[2][2],
        rows[3][2],
        rows[4][2],
        rows[5][2],
        rows[6][2],
        rows[7][2],
        rows[8][2],
        rows[9][2],
        rows[10][2],
        rows[11][2],
        rows[12][2],
        rows[13][2],
        rows[14][2],
        rows[15][2],
        rows[16][2],
        rows[17][2],
        rows[18][2],
        rows[19][2],
        rows[20][2],
        rows[21][2],
        rows[22][2],
        rows[23][2],
        rows[24][2],
        rows[25][2],
        rows[26][2],
        rows[27][2],
        rows[28][2],
        rows[29][2],
        rows[30][2],
        rows[31][2]
    }  
    : ( registerunit === 2'b01 ?
    {
        rows[0][3],
        rows[1][3],
        rows[2][3],
        rows[3][3],
        rows[4][3],
        rows[5][3],
        rows[6][3],
        rows[7][3],
        rows[8][3],
        rows[9][3],
        rows[10][3],
        rows[11][3],
        rows[12][3],
        rows[13][3],
        rows[14][3],
        rows[15][3],
        rows[16][3],
        rows[17][3],
        rows[18][3],
        rows[19][3],
        rows[20][3],
        rows[21][3],
        rows[22][3],
        rows[23][3],
        rows[24][3],
        rows[25][3],
        rows[26][3],
        rows[27][3],
        rows[28][3],
        rows[29][3],
        rows[30][3],
        rows[31][3]
    } : ( registerunit === 2'b10 ?
        32'h0000_0000 : 32'hXXXX_XXXX
    ));
endmodule
```

## ./run.sh

```bash
#!/bin/bash
# OpenROAD 26Q1-2900-gdf79404cd8, Yosys 0.63+post, stock flow scripts
make -C /OpenROAD-flow-scripts/flow DESIGN_CONFIG=/design/flow/config.mk WORK_HOME=/design/flow/orfs finish
```

==> summary.txt <==
Figures from the flow reports.

Logic synthesis:
- The run puts the number of flops mapped to enable cells by yosys at 0.
- The run gives the most frequently used flop master after synthesis as sky130_fd_sc_hd__dfrtp_1.
- The run gives the area of the mapped netlist as 20900 µm².
- After synthesis, flip-flops and latches occupy 30.6% of the total area.
- The run gives the post-synthesis area per instance as 8.05 µm².
- The run gives the share of the synthesized area in the top cell type as 30.6%.
- In this run, synthesis produced a sequential element count of 256.
- sky130_fd_sc_hd__dfrtp_1 takes more of the synthesized area than any other cell.
- The run gives the fraction of registers with async set or reset after synthesis as 100%.
- In the Yosys report the total cell count is 2596.
- The run gives the count of different cell masters after synthesis as 74.
- The main area contributors are sky130_fd_sc_hd__dfrtp_1 31%, sky130_fd_sc_hd__a22oi_1 6.5%, sky130_fd_sc_hd__mux2i_1 5.3%, sky130_fd_sc_hd__nor2_1 4.3%, sky130_fd_sc_hd__nand2_1 4.3%.
- The run puts the chip area in the Yosys report at 20900 µm².
- The run gives the cell with the most instances after synthesis as sky130_fd_sc_hd__dfrtp_1.
- In the synthesized netlist, the number of instances is 2596.
- The run gives the yosys synthesis warning count as 4.
- For reference, the top cells by count after synthesis are 256 x sky130_fd_sc_hd__dfrtp_1, 242 x sky130_fd_sc_hd__nor2_1, 239 x sky130_fd_sc_hd__nand2_1, 182 x sky130_fd_sc_hd__a22oi_1, 120 x sky130_fd_sc_hd__clkbuf_1.

Global route:
- The run puts the overall routing resource usage at 80.9%.
- The run puts the largest net degree at the start of global routing at 98.
- The run gives the number of global-route vias before repair as 30700.
- The run puts the global route total overflow at 58.
- The run gives the wire length of the first global-routing pass as 284000 µm.

CTS:
- The run puts the largest buffer count on any clock path at 3.
- The run gives the post-cts hold buffer count as 0.
- CTS saw 256 sinks.
- Clock tree synthesis selected as its root buffer the cell sky130_fd_sc_hd__clkbuf_16.
- The run gives the clock buffer count from CTS as 28.
- The run gives the setup fix buffers added after clock tree synthesis as 0.
- The run gives the number of cells upsized or downsized after cts as 0.
- Per the CTS log, the maximum H-tree level is 1.

Outcome:
- The first error in the log reads "[ERROR GRT-0116] Global routing finished with congestion. Check the congestion regions in the DRC Viewer".
- The run gives the halt point of the flow as 5_1_grt.
- The run stopped with a tool error.

Placed design:
- The run gives the half-perimeter wire length after detailed placement as 133000 µm.
- The run gives the pre-CTS worst setup slack as 0.421 ns.
- The run gives the number of instances in the placed design as 3420.
- The run gives the final weighted congestion in routability-driven placement as 1.41.
- The run gives the tally of buffers added on design ports as 106.
- The run gives the cell area reported after detailed placement as 23900 µm².

Floorplanning:
- The run puts the horizontal die dimension at 231 µm.
- The run gives the number of rows in the core area as 83.
- The run puts the vertical die dimension at 231 µm.
- The run puts the floorplan-stage core utilization at 40.6%.
- The run gives the I/O pin count as 107.
[cells by family after synthesis]
group	Yosys count	share of synthesized area, %
and+or+nand+nor	1045	25.3
muxes	152	7.63
AOI/OAI and AO/OA	886	31.0
buffers and inverters	257	5.45
DFF	256	30.6
[routing by layer]
| metal | track usage (%) | GRT overflow |
|---|---|---|
| met5 | 57.8 | 0 |
| met4 | 72.0 | 15 |
| met3 | 72.1 | 16 |
| met2 | 91.2 | 19 |
| met1 | 83.5 | 8 |
