### ./run.sh
#!/bin/bash
# OpenROAD 26Q1-2900-gdf79404cd8, Yosys 0.63+post, stock flow scripts
make -C /OpenROAD-flow-scripts/flow DESIGN_CONFIG=/design/flow/config.mk WORK_HOME=/design/flow/orfs finish
### ./config.mk
export PLATFORM = sky130hd
export DESIGN_NAME = MemoryModule
export DESIGN_NICKNAME = MemoryModule
export VERILOG_FILES = /design/flow/design.v
export SDC_FILE = /design/flow/constraint.sdc
export NUM_CORES = 4
export LEC_CHECK = 1
export CORE_UTILIZATION = 50
### ./constraint.sdc
current_design MemoryModule

set clk_period 106.3
set clk_io_pct 0.2

create_clock -name clk0 -period $clk_period [get_ports {clk}]

set non_clock_inputs [all_inputs -no_clocks]
set_input_delay [expr $clk_period * $clk_io_pct] -clock clk0 $non_clock_inputs
set_output_delay [expr $clk_period * $clk_io_pct] -clock clk0 [all_outputs]
### ./design.v
module MemoryModule(
    input       wire            clk,
    input       wire    [6:0]   addr,
    input       wire    [31:0]  data_in,
    input       wire            write_enable,    
    output      wire    [31:0]  data
);
	reg [31:0] mem [0:127];             
	assign data = mem[addr];
    always @(posedge clk) begin
        if (write_enable) begin
            mem[addr] <= data_in[31:0];
        end
    end
endmodule
==> qor.yml <==
drv_slew: 4
regMostFlops: "mem"
required_ns: 85.04
layout_setup_ws_ns: 56.89
place.port_buffers: 72
worst_pin_slew_ns: 1.65
final.setup.tns_ns: 0
power.total_mw: 3.45
synth_chip_area_sq_mm: 0.157
cts_tree: "yes"
crit_slowest_cell: "a221oi_1"
gp_congestion: 0.994
hold_buffers: 0
holdCritPathClass: "primary input to flip-flop"
mostFrequentLayoutCell: "edfxtp_1"
ys_warn_count: 1
swShare_pct: 22.9
fp.dieW_um: 562
die_h_um: 562
top_regs: "mem: 4096 flops"
initCoreUtil_pct: 50.3
syn-cell-area_sq_mm: 0.157
rsz0062_at_grt: "no"
start_kind: "primary input"
p_int_mw: 2.66
ys_cells: 8922
core-area_sq_mm: 0.312
synthCells: 8922
critPathCaptureType: "output port"
vias: 94823
num_io_pins: 73
chipArea_sq_mm: 0.315
min_period_over_period_pct: 46.5
pre_cts_slack_ns: 57.22
avgSynthCellArea_sq_um: 17.6
crit_arrival_ns: 28.15
p_sw_mw: 0.790
warnings: 27
overflow: 0
p_leak_nw: 55.0
h-tree-depth: 5
clkTransAtPathRegs_ns: 0.06
vdd_drop_max_mv: 0.0145
antenna_left: 0
cts_sinks: 4096
critPathKind: "primary input to output port"
grt_pass1_wl_mm: 785
cts_inserted_buffers: 415
largest_register_ffs: 4096
setup_violations: 0
synthFlopType: "edfxtp_1"
cts_root_buffer: "clkbuf_16"
syn_to_final_growth_pct: 13.7
violations: "capacitance limit, slew limit"
lay_top_cells: "edfxtp_1 (4096), a221oi_1 (847), buf_4 (542), a22oi_1 (468), a21oi_1 (425)"
worst_path_most_repeated_cell: "buf_4"
async_flop_share_pct: 0
core.rowCount: 205
worstPathMaxFanout: 47
status: "finished with violations"
seq_power_share_pct: 51.7
ys_types: 75
edf_count: 4096
dp_hpwl_mm: 338
wire_per_inst_um: 41.7
drt_iter0_drc: 7857
final_hold_viol_count: 0
path_cells: "buf_8 -> buf_4 -> buf_4 -> buf_4 -> buf_4 -> and3b_1 -> buf_4 -> a22oi_1 -> a21oi_1 -> a221oi_1 -> buf_4 -> o2111ai_1 -> or4_1 -> clkdlybuf4s50_1"
cts_resized: 0
maxCapViolCount: 1
grt_start_max_net_pins: 83
clockPowerShare_pct: 41.9
numSynthFlops: 4096
p_per_area_mw_per_mm2: 19.4
finalCriticalPeriod_ns: 49.41
comb_power_share_pct: 6.4
slew_headroom_pct: -10.1
grt_pass1_vias: 98540
vias_per_cell: 6.89
final_util_pct: 57.2
cp_slowest_stage_delay_ns: 1.27
fin_hold_ws_ns: 20.51
synth_seq_share_pct: 78.5
gr-usage-all-layers_pct: 41.0
firstDrtPassIters: 6
post_cts_buffers: 0
wl_mm: 573
drc: 0
fmax_ghz: 0.0202
antenna_found_initial: 66
ctsLongestPathBuffers: 4
drive_above_1_share_pct: 17.9
## routing by layer
| metal | vias up | global-route usage (%) | share of wire, % |
|---|---|---|---|
| met5 | - | 13.8 | 0.82 |
| li1 | 38120 | - | - |
| met4 | 118 | 19.8 | 6.4 |
| met1 | 46307 | 44.2 | 28 |
| met3 | 1481 | 40.0 | 23 |
| met2 | 8797 | 51.8 | 42 |
## power groups by stage
stage / registers [mW] / clock network (mW) / logic [mW]
CTS: 1.78 / 1.45 / 0.212
finish: 1.78 / 1.44 / 0.222
global route: 1.78 / 1.51 / 0.227
## through the flow
| step | area [sq um] | std cells |
|---|---|---|
| final | 178000 | 13753 |
| after CTS | 178000 | 13682 |
| after floorplan | 157000 | 8922 |
| after global placement | 164000 | 12921 |
| after global routing | 178000 | 13738 |
| after detailed placement | 164000 | 12923 |
## Yosys cell counts (19+ instances only)
| cell type | count | area share [%] |
|---|---|---|
| edfxtp_1 | 4096 | 79 |
| a221oi_1 | 847 | 4.7 |
| a22oi_1 | 468 | 2.2 |
| a21oi_1 | 425 | 1.4 |
| clkbuf_1 | 324 | 0.78 |
| o21ai_0 | 324 | 1.0 |
| nor2_1 | 290 | 0.70 |
| mux2_2 | 277 | 2.0 |
| nand2_1 | 241 | 0.58 |
| buf_2 | 239 | 0.76 |
| o22ai_1 | 170 | 0.68 |
| buf_1 | 135 | 0.32 |
| mux2i_1 | 127 | 0.81 |
| nor2b_1 | 108 | 0.43 |
| mux4_2 | 70 | 1.0 |
| a221o_1 | 64 | 0.41 |
| o221ai_1 | 49 | 0.27 |
| a222oi_1 | 44 | 0.28 |
| a211oi_1 | 43 | 0.21 |
| a22o_1 | 43 | 0.24 |
| nor3_1 | 43 | 0.14 |
| nand3b_1 | 31 | 0.15 |
| o22a_1 | 31 | 0.17 |
| nand3_1 | 27 | 0.086 |
| buf_4 | 26 | 0.12 |
| o2bb2ai_1 | 25 | 0.14 |
| nand2b_1 | 22 | 0.088 |
| a31oi_1 | 21 | 0.084 |
| a211o_1 | 19 | 0.11 |
## logic make-up after synthesis
| group | after synthesis | share of synthesized area [%] |
|---|---|---|
| and+or+nand+nor | 885 | 2.74 |
| AOI/OAI and AO/OA | 2731 | 12.9 |
| buffers and inverters | 734 | 2.03 |
| muxes | 476 | 3.82 |
| DFF | 4096 | 78.5 |
## worst max-delay path, delay by kind of cell
kind	cells	cell delay, ns
buffers and inverters	8	3.48
AND-OR/OR-AND	4	2.09
AND/OR/NAND/NOR	2	1.16
## final timing paths
kind	start	to	slack (ns)	cells past startpoint
worst min-delay path	data_in[8]	mem[125][8]	20.51	1
worst max-delay path	addr[0]	data[20]	56.89	14
## area by class of cell
class / instances / area (sq um)
Tap cell: 4140 / 5180
Multi-Input combinational cell: 4092 / 31700
Antenna cell: 70 / 175
Inverter: 7 / 50.0
Clock buffer: 495 / 10700
Sequential cell: 4096 / 123000
Timing Repair Buffer: 589 / 4620
Fill cell: 22531 / 134000
Clock inverter: 264 / 2700
No activity file was given, so power comes from the tool's default toggle rates.
